[/design/flow/config.mk]
export PLATFORM = sky130hd
export DESIGN_NAME = ALU
export DESIGN_NICKNAME = ALU
export VERILOG_FILES = /design/flow/design.v
export SDC_FILE = /design/flow/constraint.sdc
export NUM_CORES = 4
export LEC_CHECK = 1
export CORE_AREA = 10 10 73 73
export DIE_AREA = 0 0 83 83
[/design/flow/constraint.sdc]
current_design ALU

set clk_period 6.6
set clk_io_pct 0.2

create_clock -name clk0 -period $clk_period

set non_clock_inputs [all_inputs -no_clocks]
set_input_delay [expr $clk_period * $clk_io_pct] -clock clk0 $non_clock_inputs
set_output_delay [expr $clk_period * $clk_io_pct] -clock clk0 [all_outputs]
[/design/flow/design.v]
`timescale 1ns/1ns
module ALU (lop, rop, op, result);
    input [1:0] op;
    input [7:0] lop, rop;
    output [7:0] result;
    parameter Add = 2'b00, Sub = 2'b01, And = 2'b10, Not = 2'b11;
    assign result = op == Add ? lop + rop :
                    op == Sub ? rop - lop : 
                    op == And ? lop & rop :
		    op == ~lop;
endmodule
[/design/flow/run.sh]
#!/bin/bash
# OpenROAD 26Q1-2900-gdf79404cd8, Yosys 0.63+post, stock flow scripts
make -C /OpenROAD-flow-scripts/flow DESIGN_CONFIG=/design/flow/config.mk WORK_HOME=/design/flow/orfs finish
==> reports/qor.yml <==
status: "finished clean"
rows: 22
ys_sh_mux_pct: 2.488
wire_per_inst_um: 12.24
powerDensity_nw_per_um2: 73.34
final-hold-violation-count: 0
drt_wl_total_um: 2228
yosys.area.top_type_share_pct: 24.88
m1WireLength_um: 1115
slowest_delay_ns: 0.53
nClkBuffers: 0
synthToLayoutAreaGrowth_pct: 36.24
io_buffer_count: 26
via_per_inst: 4.731
die_x_um: 83
num_vias: 861
fill_cells: 429
fin_crit_ns: 5.114
yosys-stat-area_um2: 804.5
syn_inst: 114
drv_slew: 0
met3_length_um: 148
first_global_vias: 855
setup_slack_ns: 1.486
finalSetupTns_ns: 0
initial_core_util_pct: 21.49
synthAoiAreaFrac_pct: 29.39
fmax_mhz: 195.6
first_iter_violations: 30
p_total_mw: 0.08038
rsz0062_at_grt: "no"
antenna_found_initial: 0
maxSlewHeadroom_pct: 61.46
crit_top_cell: "clkdlybuf4s50_1"
yosysMostFrequentCell: "ha_1"
syn_area_um2: 804.5
hold_class: "in -> out"
ant_nets: 0
end_kind: "primary output"
die_area_um2: 6889
criticalPathCategory: "in -> out"
diodes: 0
p_leak_nw: 0.4542
start_kind: "input port"
flops: 0
top_cells_by_area: "ha_1 (25%), o21ai_0 (6.2%), inv_1 (5.6%), fa_1 (5.0%), a21oi_1 (4.4%)"
critPathBufInv: 3
drive_above_1_share_pct: 2.239
worstPathRequired_ns: 5.28
ys_sh_xor_pct: 3.266
slowest_stage: "clkdlybuf4s50_1"
yosys.area.top_type: "ha_1"
hpwl_um: 1895
coreArea_um2: 3744
track_usage_pct: 6.250
postCtsSetupRepairBufs: 0
path_cells: "clkdlybuf4s50_1, inv_1, ha_1, nor2b_1, o31a_1, o21a_1, nor4b_1, nand3b_1, clkdlybuf4s50_1"
seq_area_um2: 0
cp_top_family: "buffers and inverters"
ir_worst_vdd_mv: 0.02993
timing.hold.ws_ns: 3.724
utilization_pct: 29.28
synth_cell_types: 33
drc: 0
worstPathMaxFanout: 3
worst_pin_slew_ns: 0.5763
ys_seq_share_pct: 0
gr-total-overflow: 0
top_logic_kind: "adder cells"
ys_cells: 114
cts_hold_buf: 0
gp_congestion: 0.8445
grt_pass1_wl_um: 3884
logic_area_um2: 730.7
drtPass1Iterations: 4
arrival_ns: 3.79
die_h_um: 83
top_layer_used: "met3"
dr_wl_met2_um: 964
synth.avg_cell_area_um2: 7.057
place_worst_setup_slack_ns: 1.488
yosys-top-cells-count: "ha_1 (16), inv_1 (12), o21ai_0 (10)"
grt_max_degree: 18
cts_resized: 0
ios: 26
synth_adder_area_share_pct: 29.86
warnings: 40
fin_crit_sh_pct: 77.48
simple_gate_area_share_pct: 25.82
cap_violations: 0
ys_warn_count: 0
report.final.setup_viol: 0
==> cell families after synthesis <==
family,count (synthesis)
xor+xnor,3
mux,2
compound gates,35
simple gates,38
fa+ha+maj,18
buf+inv,18
==> cells in the final DEF, fill, tap and decap left out <==
cell / netlist / layout
xnor2_1: 2 / 2
o31a_1: 1 / 1
ha_1: 16 / 16
mux2i_1: 2 / 2
nand4b_1: 2 / 2
o32a_1: 1 / 1
a22oi_1: 1 / 1
nor3b_1: 2 / 2
inv_1: 12 / 12
nand2b_1: 1 / 1
nor2b_1: 4 / 4
o21a_1: 3 / 3
o311a_1: 1 / 1
fa_1: 2 / 2
nor4b_1: 1 / 1
o21bai_1: 1 / 1
nand3_1: 6 / 6
o31ai_1: 1 / 1
nor2_1: 9 / 9
xor2_1: 1 / 1
nor3_2: 1 / 1
clkdlybuf4s50_1: 0 / 26
o22ai_1: 1 / 1
a211oi_1: 4 / 4
a21oi_1: 7 / 7
a21o_1: 1 / 1
nand2_1: 9 / 9
o21ai_0: 10 / 10
nand3b_1: 2 / 2
o311ai_2: 1 / 1
a211o_1: 2 / 2
nor3b_2: 1 / 1
==> metrics by stage <==
| stage | instances | cell area, um^2 |
|---|---|---|
| after floorplan | 114 | 804.5 |
| after detailed placement | 182 | 1096 |
| after global placement | 182 | 1096 |
| after CTS | 182 | 1096 |
| after global routing | 182 | 1096 |
| final | 182 | 1096 |
==> tightest hold or removal path, delay by kind of cell <==
family | cells | cell delay (ns)
buf+inv | 3 | 0.92
fa+ha+maj | 1 | 0.11
mux | 1 | 0.05
==> worst paths after layout <==
path / startpoint / to / slack, ns / cells past startpoint
setup / recovery: lop[1] / result[5] / 1.49 / 9
hold / removal: rop[0] / result[0] / 3.72 / 5
==> area by class of cell <==
cell class | instances | share of cell area [%]
Tap cell | 48 | 5.479
Inverter | 12 | 4.110
Multi-Input combinational cell | 96 | 66.67
Timing Repair Buffer | 26 | 23.74
==> metal layers <==
| metal | up-vias | GRT usage (%) |
|---|---|---|
| met5 | - | 0 |
| met4 | 0 | 0 |
| met3 | 0 | 1.673 |
| met2 | 29 | 10.13 |
| met1 | 386 | 8.534 |
| li1 | 446 | - |
==> power breakdown <==
part	total, mW	leakage, nW	internal [mW]	switching (mW)
clock network	0	0	0	0
registers	0	0	0	0
logic	0.0804	0.454	0.0434	0.0370
total	0.0804	0.454	0.0434	0.0370
Power is estimated from default activity; no workload was simulated.
