==> config.mk <==
export PLATFORM = sky130hd
export DESIGN_NAME = Controller
export DESIGN_NICKNAME = Controller
export VERILOG_FILES = /design/flow/design.v
export SDC_FILE = /design/flow/constraint.sdc
export NUM_CORES = 4
export LEC_CHECK = 1
export CORE_AREA = 10 10 70 70
export DIE_AREA = 0 0 80 80
==> constraint.sdc <==
current_design Controller

set clk_period 2.0
set clk_io_pct 0.2

create_clock -name clk0 -period $clk_period [get_ports {clk}]

set non_clock_inputs [all_inputs -no_clocks]
set_input_delay [expr $clk_period * $clk_io_pct] -clock clk0 $non_clock_inputs
set_output_delay [expr $clk_period * $clk_io_pct] -clock clk0 [all_outputs]
==> design.v <==
`timescale 1ns/1ns
module Controller(opcode,clk, rst, next, jump, PCL, LorD, MR, MW, LR, StackSrc,RegDst,
		ToS, Push, Pop, LA, LB, Ain, Bin, ALUop);
	input[2:0] opcode;
	input rst, clk;
	output reg next, jump, PCL, LorD, MR, MW, LR, StackSrc, 
		ToS, Push, Pop, LA, LB, Ain, Bin, RegDst;
	output reg[1:0] ALUop;
	reg[3:0] ps = 0, ns = 0;
parameter [3:0]
	IF = 0, ID = 1, RTYPE = 2, PUSH = 3, POP = 4, JZ = 5, JUMP = 6, SP = 7,
	ALU = 8, Save = 9;
	always@(ps,opcode)begin
		case(ps)
			IF    : ns = ID;
			ID    : ns = 	opcode == 3'b011 ? Save : 
					opcode == 3'b100 ? PUSH :
					opcode == 3'b101 ? POP  :
					opcode == 3'b110 ? JUMP :
					opcode == 3'b111 ? JZ   : RTYPE;
			RTYPE : ns = SP  ;
			PUSH  : ns = 0   ;
			POP   : ns = 0   ;
			JZ    : ns = 0   ;
			JUMP  : ns = 0   ;
			SP    : ns = ALU ;
			ALU   : ns = Save;
			Save  : ns = 0   ;
			default: ns = 0;
		endcase
	end
	always@(posedge clk,posedge rst)begin
		if(rst)
			ps <= IF;
		else
			ps <= ns;
	end
	always@(ps)begin
	{next, jump, PCL, LorD, MR, MW, LR, RegDst,
		StackSrc, ToS, Push, Pop, LA, LB, Ain, Bin,
		ALUop} = 0;
		case(ps)
			IF    : begin next = 1; PCL = 1; LorD = 1; MR = 1; LR = 1; Ain = 1; Bin = 0; ALUop=0;	end
			ID    : begin ToS = 1; RegDst=0; LA = 1;  						end
			RTYPE : begin Pop = 1; ALUop = 3; 							end
			PUSH  : begin MR = 1; LorD = 0; Push = 1; StackSrc = 0;  				end
			POP   : begin MW = 1; LorD = 0; Pop = 1;  						end
			JZ    : begin jump = 0; next = 0; PCL = 1;  						end
			JUMP  : begin jump = 1; next = 0; PCL = 1;  						end
			SP    : begin Pop = 1; ToS = 1; RegDst = 1; LB = 1;  					end
			ALU   : begin Ain = 0; Bin = 1; ALUop = opcode[1:0];  					end
			Save  : begin StackSrc = 1; Push = 1;  							end
		endcase
	end
endmodule
==> run.sh <==
#!/bin/bash
# OpenROAD 26Q1-2900-gdf79404cd8, Yosys 0.63+post, stock flow scripts
make -C /OpenROAD-flow-scripts/flow DESIGN_CONFIG=/design/flow/config.mk WORK_HOME=/design/flow/orfs finish
==> qor.yml <==
worst_setup_path:
  cp.required_ns: 1.60
  r2r_end: "ps[3]"
  start_kind: "flop"
  worst-setup-path-type: "reg2out"
  r2r_cells: 5
  r2r-start: "ps[1]"
  worstPathArrival_ns: 1.65
  rrSetupSlack_ns: 0.51
  cp_max_fo: 6
  endpoint_kind: "output port"
final_layout:
  largestRegisters: "ps x4"
  fin_util_pct: 27.7
  layout-drive-gt1-share_pct: 46.4
  largest_reg_flops: 4
  num-fill-cells: 356
  final_cells: 143
  top_register: "ps"
  syn_to_final_growth_pct: 118
synth:
  synthDistinctLibCells: 25
  ys_area_sq_um: 434
  netlist_instances: 59
  avgSynthCellArea_sq_um: 7.36
  synth_seq_share_pct: 23.1
  ys_cells: 59
  netlist_area_sq_um: 434
  synth_flops: 4
  yosys_warnings: 1
worst_hold_path:
  hold_path.class: "in2async"
sta:
  fmax_ghz: 0.489
  setup_slack_ns: -0.0459
  finalSetupViolCount: 1
  fin_crit_ns: 2.05
  hold_viol: 0
  hold_slack_ns: 0.353
  rsz0062_at_grt: "true"
  fin_crit_sh_pct: 102
  setup_tns_ns: -0.0459
  final-max-slew-violation-count: 0
  slew_headroom_pct: 86.5
  finalClockSkew_ns: 0.000697
  tightest_slew_ns: 0.203
cts:
  cts_buffer_depth: 2
  cts_made_buffers: 3
  cts_hold_buf: 0
  clock-sinks: 4
  htreeDepth: 1
  worstSkewPairLatency_ns: 0.23
  clk_pin_slew_ns: 0.04
  cts_tree: "yes"
  cts_root_buffer: "clkbuf_4"
floorplan:
  coreArea_sq_mm: 0.00342
  die_w_microns: 80
  num_io_pins: 23
  initCoreUtil_pct: 12.7
  fp.dieH_microns: 80
  dieArea_sq_mm: 0.00640
  rows: 21
placed_design:
  portBuffers: 22
  placed_cells: 129
  pre_cts_slack_ns: -0.0352
  place.gp.congestion: 0.823
  hpwl_mm: 1.13
route:
  wl_per_cell_microns: 11.7
  drcViolationCount: 0
  drtIter0Drc: 48
  drt_wl_total_mm: 1.67
  diodes: 0
  first_pass_iters: 5
  detail-route-antenna-nets: 0
  vias: 573
  viasPerCell: 4.01
run_status:
  violations: "negative setup slack"
  status: "finished, violations left"
global_routing:
  grt_start_max_net_pins: 7
  grt_pass1_wl_mm: 2.50
  grt_usage_pct: 4.71
  grt_pass1_vias: 550
  antenna_found_initial: 0
  overflow: 0
pwr:
  power_density_mw_per_mm2: 1480
  ir_worst_vdd_uv: 339
  total_leakage_power_nw: 0.531
run:
  maxCapViolCount: 0
  tool_warnings: 27
==> layout by cell type, fill, tap and decap left out <==
cell type and n:
and3_4 1, nor2b_4 4, buf_4 18, o21bai_2 1
o21a_1 2, or2_4 1, nand2_1 3, o21ai_0 1
nor3_2 3, a21oi_1 5, and2b_1 1, and2b_2 1
nand3b_1 1, nand2b_4 2, nor3_1 2, nor2_2 1
a211oi_2 1, inv_1 2, dfrtp_2 3, a31oi_1 2
clkdlybuf4s50_1 7, nand3_1 1, buf_6 3, or3_1 1
dlygate4sd2_1 8, xor2_2 1, dfrtp_1 1, or2_2 1
o211a_1 1, nor4b_4 1, clkbuf_4 3, dlymetal6s2s_1 7
nor2_1 7
==> worst max path at each step <==
stage	cells past startpoint	from	end
6_report	4	ps[1]	PCL
5_1_grt	5	ps[1]	PCL
4_1_cts	5	ps[1]	PCL
==> report_power, final <==
| part | switching [mW] | internal [mW] | leakage (nW) | total, mW |
|---|---|---|---|---|
| combinational | 0.421 | 0.696 | 0.470 | 1.12 |
| clock | 0.0320 | 0.0671 | 0.0138 | 0.0991 |
| sequential | 0.0677 | 0.123 | 0.0471 | 0.190 |
==> what timing repair did <==
action,CTS,global route
endpoints found under the setup margin,15,10
pin swaps,5,5
buffers inserted,8,3
gates resized,24,17
==> per-stage QoR <==
step           cell area (sq um)  power [mW]
5_1_grt                      947        1.54
2_1_floorplan                434       0.580
6_report                     947        1.41
4_1_cts                      855        1.31
3_5_place_dp                 732        1.06
3_3_place_gp                 732        1.05
==> worst max-delay path, cell delays in order, from the launching register on <==
cell and delay, ns:
dfrtp_2 0.48, xor2_2 0.21, o21a_1 0.18, nor2_1 0.08, clkdlybuf4s50_1 0.47
==> synth_stat cells <==
library cell / number / share of area, %
xor2_1: 1 / 2.0
or3_1: 1 / 1.4
o21a_1: 2 / 3.5
nand3_1: 1 / 1.2
nor3_1: 5 / 5.8
a21oi_1: 5 / 5.8
buf_4: 6 / 10
nor4b_2: 1 / 3.5
nand2_1: 3 / 2.6
a211oi_2: 1 / 2.9
o211a_1: 1 / 2.3
and3_1: 1 / 1.4
dfrtp_1: 4 / 23
nand3b_1: 1 / 1.7
or2_1: 1 / 1.4
o21bai_2: 1 / 2.6
o21ai_0: 1 / 1.2
nor2b_1: 4 / 5.8
a31oi_1: 2 / 2.9
nor2_1: 8 / 6.9
or2_2: 1 / 1.4
nand2b_1: 2 / 2.9
buf_2: 2 / 2.3
and2b_1: 2 / 3.5
inv_1: 2 / 1.7
==> final cells by class <==
type | count | area [sq um] | share of cell area, %
inverter | 2 | 7.51 | 0.793
clock buffer | 3 | 22.5 | 2.38
sequential | 4 | 104 | 11.0
multi-input combinational | 45 | 359 | 37.9
tap | 46 | 57.6 | 6.08
timing repair buffer | 43 | 397 | 41.9
==> layer usage <==
| layer | wire (microns) | global-route usage, % | vias up |
|---|---|---|---|
| li1 | - | - | 273 |
| met1 | 715 | 5.76 | 278 |
| met2 | 762 | 7.14 | 20 |
| met3 | 191 | 2.73 | 2 |
| met4 | 3 | 0.704 | 0 |
| met5 | 0 | 0 | - |
==> logic make-up (layout without fill, tap and decap cells) <==
kind of cell / after synthesis / in the layout / share of synthesized area [%]
compound gates: 13 / 13 / 21.0
xor+xnor: 1 / 1 / 2.02
buf+inv: 10 / 48 / 14.4
flops: 4 / 4 / 23.1
simple gates: 31 / 31 / 39.5
Power and IR drop assume default switching activity.
