==> flow/design.v <==
`timescale 1ns/1ns
module Stack (clk, din, dout, tos, push, pop);
    input push, pop, tos, clk;
    input [7:0] din;
    output reg [7:0] dout;
    reg [7:0] file[31:0];
    reg [4:0] top = 0;
    always @(posedge clk) begin
        if(push) begin
            top <= top + 1;
            file[top] <= din;
        end
        if(pop)
            top <= top - 1;
    end
    assign dout = tos ? file[top - 1] : {8{1'bz}};
endmodule
==> flow/run.sh <==
#!/bin/bash
# OpenROAD 26Q1-2900-gdf79404cd8, Yosys 0.63+post, stock flow scripts
make -C /OpenROAD-flow-scripts/flow DESIGN_CONFIG=/design/flow/config.mk WORK_HOME=/design/flow/orfs finish
==> flow/config.mk <==
export PLATFORM = sky130hd
export DESIGN_NAME = Stack
export DESIGN_NICKNAME = Stack
export VERILOG_FILES = /design/flow/design.v
export SDC_FILE = /design/flow/constraint.sdc
export NUM_CORES = 4
export LEC_CHECK = 1
export CORE_UTILIZATION = 40
==> flow/constraint.sdc <==
current_design Stack

set clk_period 6.6
set clk_io_pct 0.2

create_clock -name clk0 -period $clk_period [get_ports {clk}]

set non_clock_inputs [all_inputs -no_clocks]
set_input_delay [expr $clk_period * $clk_io_pct] -clock clk0 $non_clock_inputs
set_output_delay [expr $clk_period * $clk_io_pct] -clock clk0 [all_outputs]
==> run summary <==
Remaining Overflow, GRT: 0
Mean Syn Cell Area: 20.84 sq um
Mux area share: 0.1563
Slew @ Worst Pin: 876.3 ps
flip-flops with a built-in enable: 261
largest net degree at the start of global routing: 40
post-DP HPWL: 12340 microns
first-pass GRT wire length: 32040 microns
yosys xor share: 0.005034
Worst Setup End Kind: output pin
n_diodes: 0
Syn Std Cell Area: 0.01044 sq mm
CTS clock-pin slew for the worst setup and hold paths: 60 ps
area of the core: 0.02540 sq mm
CP max stage delay: 720 ps
Synth top cell by count: edfxtp_1
# setup viols final: 0
Static Leak: 0.003674 uW
RSZ-0062 raised after global routing: no
ys async rst share: 0
Dominant flop cell: edfxtp_1
initial antenna violation count: 0
GR Util All Layers: 0.1787
vias in the first global route: 5464
main logic family after synthesis: multiplexers
number of I/O pins: 20
synthesis-to-layout area growth: 14.30%
Worst EP arrival: 4120 ps
sequential share of power: 0.416
Clk network pwr share: 0.320
CTS max path bufs: 3
Logic cell area: 0.002477 sq mm
top cell type by total area after synthesis: edfxtp_1
combinational power share: 0.264
Max-Slew Margin vs Limit: 0.4136
vias: 4923
Tightest Hold Check Type: flip-flop to flip-flop
vertical die size: 163.6 microns
DRC: 0
H-tree depth: 1
Max Cap Violations: 0
CP Cell Sequence: buf_4 -> buf_4 -> or3_4 -> o31a_1 -> a211oi_1 -> nor4_1 -> clkdlybuf4s50_1
cells after synthesis: 501
tool warnings: 30
DR pass1 iterations: 5
1st-iter DRT viols: 337
die area: 0.02675 sq mm
die width: 163.6 microns
Routed Antenna Nets: 0
number of port buffers: 18
simple share: 0.04087
CP Max Fanout: 39
Warnings, synthesis: 3
final worst path period share: 0.8247
worst setup margin: 1157 ps
Pwr per Cell Area: 402.1 mW/mm^2
top cell type's share of synthesized area: 0.7507
top post-synthesis cells by count: edfxtp_1 (261), mux4_2 (64), nor2_1 (33)
Cell Type Count: 36
Cell Rows: 58
Fin. Hold Viols: 0
CTS Sinks: 261
number of cells in Yosys stat: 501
most frequent cell on the critical path: buf_4
Yosys chip area: 0.01044 sq mm
crit start category: flip-flop
Top cells by area: edfxtp_1 (75%), mux4_2 (14%), mux2_2 (1.7%), nor2_1 (1.2%), nor2b_1 (1.1%)
CP max-delay cell: buf_4
internal power: 3469 uW
top achievable clock speed: 183.7 MHz
Slew Limit Fails: 0
wire per inst: 23.39 microns
adder share: 0.005992
Reg area: 0.007838 sq mm
non-filler cells, final: 886
Psw: 1329 uW
TritonCTS buffer count: 28
TritonCTS clock tree: yes
switching power as a share of total power: 0.2769
WP data required: 5280 ps
number of fill cells: 2089
status: completed
Worst Skew: 10.26 ps
Setup TNS Final: 0 ps
Post-Place Cells: 837
vias per cell: 5.556
Complex Gates by Area: 0.02709
CTS Hold Bufs: 0
Max VDD drop: 0.3282 mV
clock root buffer: clkbuf_16
setup bufs post-CTS: 0
Final Wtd Congestion: 0.8741
WS Path Type: flip-flop to output pin
pre-CTS setup slack: 1636 ps
CTS resizes: 0
layout cells sized above 1: 0.2500
Starting Density: 0.4110
sequential area share after synthesis: 0.7507
Yosys reg bits: 261
WL final: 20730 microns
minimum clock period: 5443 ps
Worst-Skew Late Latency: 530 ps
## kinds of logic (layout without fill, tap and decap cells)
kind of cell               after synthesis  after routing
muxes                                   81             81
adders and majority gates                5              5
and+or+nand+nor                         79             79
AOI/OAI and AO/OA                       41             41
buffers and inverters                   28             83
DFF                                    261            261
xor gates and xnor gates                 6              6
## worst paths after layout
check | start | to | slack [ps] | cells past startpoint
worst max register to register | top[0] | file[31][2] | 3980 | 4
worst min register to register | top[3] | top[3] | 930 | 1
worst min-delay path | top[3] | top[3] | 930 | 1
worst max-delay path | top[0] | dout[1] | 1160 | 7
## cell usage in the layout, fill, tap and decap left out, drive strengths merged, types with 5 or more instances in the layout
cell / instances
clkinv: 9
a221oi: 8
ha: 5
nor2: 33
edfxtp: 261
a211oi: 8
nor2b: 18
buf: 13
mux4: 64
clkdlybuf4s50: 18
mux2: 16
clkbuf: 34
a21oi: 17
nor4: 8
## metal layers
| metal | track usage | vias up | part of all wire |
|---|---|---|---|
| met5 | 0.007576 | - | 0 |
| met4 | 0.02609 | 0 | 0.015 |
| met3 | 0.08588 | 28 | 0.098 |
| met2 | 0.2658 | 211 | 0.48 |
| met1 | 0.2679 | 2519 | 0.40 |
| li1 | - | 2165 | - |
## registers in the layout, summed over array words and instances (netlist names)
signal	count
file	256
top	5
## power by group through the flow
stage	logic, uW	clock network (uW)	registers, uW
CTS	1290	1560	2000
global route	1380	1630	2010
finish	1270	1540	2000
## layout make-up
cell class / count / share of cell area
Inverter: 3 / 0.0009437
Timing Repair Buffer: 31 / 0.02328
Clock inverter: 15 / 0.01437
Tap cell: 330 / 0.03460
Sequential cell: 261 / 0.6568
Multi-Input combinational cell: 212 / 0.2076
Clock buffer: 34 / 0.06239
## critical path: cells and delay by family (launching register included)
family,cells,cell delay (ps)
buffers and inverters,3,1840
AND/OR/NAND/NOR,2,850
AND-OR/OR-AND,2,500
flip-flops,1,340
## per-stage QoR
step	area (sq um)	utilization	hold slack (ps)	total power, uW
after floorplan	10440	-	861.8	2805
after global placement	11020	0.4337	877.5	3287
after detailed placement	11020	0.4337	893.0	3314
after CTS	11930	0.4698	921.9	4847
after global routing	11930	0.4698	980.9	5015
final	11930	0.4698	926.9	4798
Power figures rest on the tool's default switching activity, not on a simulated workload.
